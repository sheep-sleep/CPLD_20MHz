File: ./config.mk
export PLATFORM = sky130hd
export DESIGN_NAME = clk_gps_ca_10M_3
export DESIGN_NICKNAME = clk_gps_ca_10M_3
export VERILOG_FILES = /design/flow/design.v
export SDC_FILE = /design/flow/constraint.sdc
export NUM_CORES = 4
export LEC_CHECK = 1
export CORE_UTILIZATION = 40
File: ./constraint.sdc
current_design clk_gps_ca_10M_3

set clk_period 11.4
set clk_io_pct 0.2

create_clock -name clk0 -period $clk_period [get_ports {clkin}]

set non_clock_inputs [all_inputs -no_clocks]
set_input_delay [expr $clk_period * $clk_io_pct] -clock clk0 $non_clock_inputs
set_output_delay [expr $clk_period * $clk_io_pct] -clock clk0 [all_outputs]
File: ./design.v
module clk_gps_ca_10M_3 (clkin,clk_ca_1023,rst);
input clkin;
input rst;
output reg clk_ca_1023;
reg [65:0] gps_c_code_nco;
parameter code_freqword = 65'd7548407674961948521;
always @ (posedge clkin or negedge rst)
	if(!rst)
		begin
			gps_c_code_nco <= 66'b100000000000000000000000000000000000000000000000000000000000000000;
		end
	else
		begin
			gps_c_code_nco <= {1'b0,gps_c_code_nco[64:0]} + code_freqword;
		end
always @ (posedge clkin or negedge rst) 
begin
	if (!rst)
		begin
			clk_ca_1023 <= 0;
		end
	else begin
			if (gps_c_code_nco[65] == 1)
				begin
					clk_ca_1023 <= ~clk_ca_1023;
				end
			else begin
					clk_ca_1023 <= clk_ca_1023;
			end
		end
end
endmodule	
File: ./run.sh
#!/bin/bash
# OpenROAD 26Q1-2900-gdf79404cd8, Yosys 0.63+post, stock flow scripts
make -C /OpenROAD-flow-scripts/flow DESIGN_CONFIG=/design/flow/config.mk WORK_HOME=/design/flow/orfs finish
==> results.cfg <==
; physical design summary
[sta]
tightest_slew_ps = 734
fmax_ghz = 0.291
fin_crit_ps = 3440
hold_viol_final = 0
max_slew_margin_pct = 51.0
fin_setup_tns_ps = 0
grt_setup_unrepaired = no
fin_crit_sh_pct = 30.1
holdWs_ps = 461
final_max_slew_viol_count = 0
setup_slack_ps = 7960
finalSetupViolCount = 0
clock-skew-final_ps = 10.4

[yosys]
simple_gate_share_pct = 19.4
netlist_area_um2 = 3540
synth.cellmix.compoundShare_pct = 16.9
synthXorXnorAreaFrac_pct = 13.9
synthDistinctLibCells = 61
largest_area_cell = dfrtp_1
ys_area_um2 = 3540
ys_seq_share_pct = 47.4
syn_area_per_cell_um2 = 10.0
top_logic_kind = simple AND/OR/NAND/NOR gates
yosys_warnings = 1
async_flop_share_pct = 100
synth-main-ff-cell = dfrtp_1
synth_top_area_share_pct = 46.7
fa_ha_area_share_pct = 0.353
edf_count = 0
mux_area_share_pct = 0
syn_inst = 354
area_leaders = dfrtp_1 (47%), xor2_1 (7.2%), xnor2_1 (6.7%)
ys_cells = 354
ys_ff = 67

[setup_path]
crit_slowest_cell = clkdlybuf4s50_1
crit-reg2reg-launch = gps_c_code_nco[11]
start_kind = flop
worstReg2RegEnd = gps_c_code_nco[64]
required_ps = 9120
critical-path-top-delay-family = buffers and inverters
cp.buffers_inverters = 1
worst-path-max-fanout = 2
critical_path.cell_chain = clkdlybuf4s50_1
cp-end-kind = output port
critPathArrivalTime_ps = 1160
criticalPathCategory = reg2out
critPathMaxStageDelay_ps = 460
rr_worst_depth = 7
reg2reg_slack_ps = 8840
critPathLaunch = clk_ca_1023

[grt]
grt_pass1_vias = 2403
grt_pass1_wl_mm = 11.6
antenna_found_initial = 0
gr-usage-all-layers_pct = 16.4
grt_max_degree = 36
grt_overflow = 0

[hold_path]
worstHoldPathType = reg2reg
whs_endpoint = gps_c_code_nco[51]
hp-start = gps_c_code_nco[51]
hold_depth = 1

[clock_network]
clock_sinks = 67
cts_buffers = 9
cts_tree = yes
clk_pin_slew_ps = 70
clockBufferDepth = 2
cts_root_buf = clkbuf_8
cts.repair.resized = 0
htreeDepth = 3
clk_latency_ps = 340
hold_buffers = 0
post_cts_buffers = 0

[status]
status = finished clean

[finish]
area_growth_syn_to_layout_pct = 7.78
layout_top_cell = dfrtp_1
most-common-layout-cells = dfrtp_1 (66), nand2_1 (41), nor2_1 (31)
drive_gt1_share_pct = 10.7
n_fill_cell = 770

[power_and_ir_drop]
cell_internal_pwr_mw = 0.316
p_sw_mw = 0.0923
p_leak_nw = 1.55
p_comb_share_pct = 1.2
pwr-share-seq_pct = 58.2
power_density_nw_per_um2 = 107
p_sw_share_pct = 22.6
power.total_mw = 0.408
max-vdd-ir-drop_mv = 0.0377
power.share.clock_pct = 40.6

[placement]
place_ws_ps = 8030
dpl.hpwl_mm = 4.71
gp_congestion = 0.859
io_buffer_count = 2

[drt]
drtIter0Drc = 121
drc = 0
antenna_left = 0
diodes = 0
avgViaCountPerCell = 5.46
drt-pass1-iter-count = 4
drt_wl_total_mm = 6.67
avgRoutedWirePerCell_um = 14.2
vias = 2565

[die]
dieWidth_um = 96.1
initCoreUtil_pct = 42.2
chipArea_um2 = 9230
core_area_um2 = 8380
rows = 33
io_pins = 3
die_y_um = 96.1

[run]
log.warning_count = 25
drv_cap = 0
per-stage QoR:
step	cells	area [µm²]	util (%)
5_1_grt	470	3810	45.5
6_report	470	3810	45.5
2_1_floorplan	354	3540	-
3_5_place_dp	454	3650	43.6
3_3_place_gp	454	3650	43.6
4_1_cts	470	3810	45.5
cell usage after synthesis, types with 4 or more instances:
library cell	number
and3_1	11
nand2b_1	4
nand2_1	41
clkbuf_1	5
nand3_1	7
nand4_1	6
o21ai_0	12
xor2_1	29
inv_1	9
a21oi_1	13
a31oi_1	5
nor2_1	31
a21o_1	6
dfrtp_1	66
xnor2_1	27
nor3_1	11
power by group through the flow:
stage	clock, mW	sequential, mW	combinational, mW
4_1_cts	0.173	0.238	0.00520
6_report	0.166	0.238	0.00473
5_1_grt	0.183	0.237	0.00591
cell type report:
type / instances / area (µm²) / share of cell area [%]
Clock inverter: 5 / 30.0 / 0.787
Tap cell: 105 / 131 / 3.44
Timing Repair Buffer: 3 / 22.5 / 0.590
Inverter: 9 / 33.8 / 0.886
Sequential cell: 67 / 1680 / 44.0
Clock buffer: 11 / 131 / 3.44
Multi-Input combinational cell: 270 / 1790 / 46.9
flip-flops by register name, indices dropped and copies added, names as in the netlist:
signal          count
clk_ca_1023         1
gps_c_code_nco     66
worst max-delay path by stage:
| stage | endpoint | slack (ps) | cells past startpoint |
|---|---|---|---|
| CTS | clk_ca_1023 | 7940 | 1 |
| global route | clk_ca_1023 | 7890 | 1 |
| finish | clk_ca_1023 | 7960 | 1 |
routing by layer:
layer | routed length (µm) | track usage (%) | part of all wire [%] | up-vias
li1 | - | - | - | 1268
met1 | 3430 | 27.1 | 51 | 1238
met5 | 0 | 0 | 0 | -
met2 | 2880 | 23.4 | 43 | 48
met4 | 119 | 3.48 | 1.8 | 0
met3 | 239 | 2.73 | 3.6 | 11
logic make-up after synthesis:
kind of cell               Yosys count
AOI/OAI and AO/OA                   79
xor gates and xnor gates            56
adders and majority gates            1
buffers and inverters               17
DFF                                 67
and+or+nand+nor                    134
worst register-to-register path, delay by kind of cell, from the launching register on:
family | cells | cell delay (ps)
simple gates | 2 | 780
flops | 1 | 410
compound gates | 4 | 1120
xor+xnor | 1 | 140
No activity file was given, so power comes from the tool's default toggle rates.
