**design/flow/config.mk**
```make
export PLATFORM = sky130hd
export DESIGN_NAME = clk_gps_ca_10M_2
export DESIGN_NICKNAME = clk_gps_ca_10M_2
export VERILOG_FILES = /design/flow/design.v
export SDC_FILE = /design/flow/constraint.sdc
export NUM_CORES = 4
export LEC_CHECK = 1
export CORE_UTILIZATION = 30
```
**design/flow/constraint.sdc**
```tcl
current_design clk_gps_ca_10M_2

set clk_period 7.1
set clk_io_pct 0.2

create_clock -name clk0 -period $clk_period [get_ports {clkin}]

set non_clock_inputs [all_inputs -no_clocks]
set_input_delay [expr $clk_period * $clk_io_pct] -clock clk0 $non_clock_inputs
set_output_delay [expr $clk_period * $clk_io_pct] -clock clk0 [all_outputs]
```
**design/flow/design.v**
```verilog
module clk_gps_ca_10M_2 (clkin,clk_ca_1023,rst);
input clkin;
input rst;
output reg clk_ca_1023;
reg [64:0] gps_c_code_nco;
parameter code_freqword = 64'd754840767496194852;
always @ (posedge clkin or negedge rst)
	if(!rst)
		begin
			gps_c_code_nco <= 65'b10000000000000000000000000000000000000000000000000000000000000000;
		end
	else
		begin
			gps_c_code_nco <= {1'b0,gps_c_code_nco[63:0]} + code_freqword;
		end
always @ (posedge clkin or negedge rst) 
begin
	if (!rst)
		begin
			clk_ca_1023 <= 0;
		end
	else begin
			if (gps_c_code_nco[64] == 1)
				begin
					clk_ca_1023 <= ~clk_ca_1023;
				end
			else begin
					clk_ca_1023 <= clk_ca_1023;
			end
		end
end
endmodule	
```
**design/flow/run.sh**
```bash
#!/bin/bash
# OpenROAD 26Q1-2900-gdf79404cd8, Yosys 0.63+post, stock flow scripts
make -C /OpenROAD-flow-scripts/flow DESIGN_CONFIG=/design/flow/config.mk WORK_HOME=/design/flow/orfs finish
```
==> summary.txt <==
Hold path endpoint -> clk_ca_1023$_DFFE_PN0P_
Final Core Density -> 35.3%
CTS H-tree lvls -> 3
DR WL/cell -> 13.8 um
Register area share after synthesis -> 46.4%
R2R Path End -> gps_c_code_nco[61]$_DFF_PN0_
P_leak -> 1.55 nW
RR Startpoint -> gps_c_code_nco[23]$_DFF_PN0_
Clock latency on the worst-skew pair -> 0.33 ns
Fmax -> 380 MHz
Yosys stat cell total -> 346
Worst R2R Setup Slack -> 4.47 ns
Diodes inserted -> 0
Final-report hold violation count -> 0
Die area -> 12000 um2
Final std cell area, no fill -> 3890 um2
Log Warnings -> 25
Hold Crit Depth -> 1
Final Instance Count excl. Fillers -> 491
First-pass GRT wire length -> 12.1 mm
Final hold slack -> 0.460 ns
CTS Sinks -> 64
Commonest non-fill, non-tap cells in the layout -> dfrtp_1 (63), xnor2_1 (32), nor2_1 (27), nand2_1 (25), xor2_1 (21)
Postcts setup bufs -> 0
Kind of end point of the critical path -> flop
Status -> finished clean
Ys flops -> 64
Largest net degree at the start of global routing -> 37
Final Max Tran Viols -> 0
Hpwl dp -> 4.73 mm
Cell area after synthesis -> 3460 um2
Crit start category -> flop
CTS buffer count -> 9
Worst slew margin -> 56.0%
First-pass DRT Iterations -> 4
Root Buffer Master -> clkbuf_16
HP Start -> clk_ca_1023$_DFFE_PN0P_
Setup TNS -> 0 ns
Buffers on Ports -> 2
Slew @ Worst Pin -> 0.661 ns
Worst IR Drop VDD -> 0.142 mV
Vias in the first global route -> 2445
Cell count after placement -> 475
Ys Warns -> 1
Number of enable flip-flop cells -> 0
Dpl ws -> 4.50 ns
Crit Path Category -> flop to flop
Unrepaired setup endpoints after global routing -> false
Clock-pin slew on the worst setup and hold paths -> 0.05 ns
Bufs on Longest Clock Path -> 2
Gr ovfl total -> 0
Die X -> 109 um
Final setup viols -> 0
Pwr Density -> 208 nW/um2
Share of layout cells above drive strength 1 -> 8.55%
Placer Congestion -> 0.882
Synth Flop Type -> dfrtp_1
Hold crit path type -> flop to flop
Crit path max fanout -> 7
Final setup margin -> 4.47 ns
Post-synthesis cell count -> 346
Fin crit share -> 37.0%
Drt total wl -> 6.76 mm
CP startpoint -> gps_c_code_nco[23]$_DFF_PN0_
Initial antenna violation count -> 0
Worst EP arrival -> 2.88 ns
Post-synth cell types -> 60
DR vias -> 2507
Required @ worst endpoint -> 7.35 ns
Clock Skews -> 0.00707 ns
Top cells by area -> dfrtp_1 (46%), xnor2_1 (8.1%), xor2_1 (5.3%), nor2_1 (2.9%), nand2_1 (2.7%)
CORE AREA -> 11000 um2
Reg2reg path depth -> 6
Max Cap Violations -> 0
Largest area contributor in the netlist -> dfrtp_1
Post-DRT Antenna Nets -> 0
Hold_buf cts -> 0
CTS-repair resized insts -> 0
Placed Area -> 3590 um2
Most used logic cell in the final layout -> dfrtp_1
Area grow syn2layout -> 12.6%
Row cnt -> 38
DR iter-0 viols -> 151
Ports -> 3
Die H -> 109 um
Synthesized area per cell -> 9.99 um2
Tot Pwr -> 810 uW
Minimum clock period -> 2.63 ns
Top-area cell share -> 45.6%
Async SR Flop Fraction -> 100%
DRC -> 0
Routed vias/inst -> 5.11
Fp_density -> 31.3%
GRT Util Overall -> 13.0%
Yosys Chip Area -> 3460 um2
CTS tree -> yes
## kinds of logic after synthesis
| kind of cell | count (synthesis) | synth area share, % |
|---|---|---|
| compound gates | 89 | 19.0 |
| fa+ha+maj | 1 | 0.362 |
| simple gates | 115 | 17.9 |
| xor+xnor | 53 | 13.4 |
| flops | 64 | 46.4 |
| buf+inv | 24 | 2.90 |
## worst max-delay path by stage
stage / endpoint / cells after the start
global route: gps_c_code_nco[47]$_DFF_PN0_ / 6
CTS: gps_c_code_nco[61]$_DFF_PN0_ / 6
finish: gps_c_code_nco[61]$_DFF_PN0_ / 6
## final cells by class
cell class	instances	area, um2
clock buffers	13	260
clock inverters	3	40.0
fillers	1084	7140
inverters	10	37.5
multi-input cells	258	1750
flip-flops and latches	64	1600
well taps	140	175
repair buffers	3	22.5
## cell usage after synthesis (6+ instances only)
cell type   n
clkbuf_1   11
a21oi_1    16
nand2_1    25
nor2_1     27
or3_1       6
o21ai_0    14
nand2b_1    6
dfrtp_1    63
nand4_1     6
a31oi_1     8
xnor2_1    32
xor2_1     21
inv_1      10
nand3_1     8
nor3_1      6
## power breakdown
group | total, mW | internal [mW] | switching, mW
clock | 0.437 | 0.289 | 0.148
combinational | 0.00748 | 0.000546 | 0.00693
sequential | 0.365 | 0.365 | 0
total | 0.810 | 0.655 | 0.155
## critical path: stages (launching register included)
cell and delay [ns]:
dfrtp_1 0.40, or4b_1 0.51, or4_1 0.58, a221oi_4 0.45
o2111ai_2 0.20, a211o_1 0.35, o211ai_2 0.06
## registers in the layout (all words and copies together) (netlist names)
register        cells
clk_ca_1023         1
gps_c_code_nco     63
## metal layers
| metal | wire (um) | part of all wire (%) | track usage (%) | up-vias |
|---|---|---|---|---|
| li1 | - | - | - | 1261 |
| met1 | 3610 | 53 | 21.8 | 1187 |
| met2 | 2770 | 41 | 18.3 | 45 |
| met3 | 229 | 3.4 | 1.93 | 14 |
| met4 | 153 | 2.3 | 2.19 | 0 |
| met5 | 0 | 0 | 0 | - |
Power and IR drop assume default switching activity.
